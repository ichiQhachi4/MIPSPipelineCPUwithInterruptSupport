`design.v`:
```
`timescale 1ns / 1ps
module clk_div(input clk,
					input rst,
					input SW2,
					output reg[31:0]clkdiv,
					output Clk_CPU
					);
	always @ (posedge clk or posedge rst) begin 
		if (rst) clkdiv <= 0; else clkdiv <= clkdiv + 1'b1; end
	assign Clk_CPU=(SW2)? clkdiv[25] : clkdiv[2];
endmodule
```
`run.sh`:
```
#!/bin/bash
# OpenROAD 26Q1-2900-gdf79404cd8, Yosys 0.63+post, stock flow scripts
make -C /OpenROAD-flow-scripts/flow DESIGN_CONFIG=/design/flow/config.mk WORK_HOME=/design/flow/orfs finish
```
`config.mk`:
```
export PLATFORM = sky130hd
export DESIGN_NAME = clk_div
export DESIGN_NICKNAME = clk_div
export VERILOG_FILES = /design/flow/design.v
export SDC_FILE = /design/flow/constraint.sdc
export NUM_CORES = 4
export LEC_CHECK = 1
export CORE_AREA = 10 10 112 112
export DIE_AREA = 0 0 122 122
```
`constraint.sdc`:
```
current_design clk_div

set clk_period 7.3
set clk_io_pct 0.2

create_clock -name clk0 -period $clk_period [get_ports {clk}]

set non_clock_inputs [all_inputs -no_clocks]
set_input_delay [expr $clk_period * $clk_io_pct] -clock clk0 $non_clock_inputs
set_output_delay [expr $clk_period * $clk_io_pct] -clock clk0 [all_outputs]
```
==> datasheet_impl.txt <==
Summary of implementation characteristics

Parameter                              Value

Worst setup path
  Critical Path Source    SW2
  Cell type of the slowest stage on the worst timing path    sky130_fd_sc_hd__clkdlybuf4s50_1
  Critical path's most frequent cell    sky130_fd_sc_hd__clkdlybuf4s50_1
  CP cell instances    clkdlybuf4s50_1, mux2_2, clkdlybuf4s50_1
  Register-to-Register Setup Slack    5.55 ns
  CP endpoint kind    output port
  Setup CP Type    input pin to output port
  Reg2Reg Capture Point    clkdiv[26]$_DFF_PP0_
  Worst-case reg-to-reg path depth    5
  Largest stage delay on the critical path    0.46 ns
  Gate family responsible for the most delay along the worst path    buffers and inverters
  Kind of launch point of the worst setup path    input pin
  Highest fanout seen on the critical path    1
  FF-to-FF Start    clkdiv[0]$_DFF_PP0_
  Required time of the critical path    5.84 ns
  Worst path buffer plus inverter count    2
  Crit path DAT    2.65 ns

Clocking
  Buffers inserted by post-CTS timing repair    0
  Clock latency (worst-skew pair)    0.28 ns
  Buffer type at the clock tree root    sky130_fd_sc_hd__clkbuf_8
  Total number of H-tree levels    2
  Num Clock Sinks    32
  Count of cells resized by post-cts repair    0
  Clock-pin slew on the worst setup and hold paths    0.06 ns
  TritonCTS clock tree    yes
  CTS buffer count    5
  Maximum buffer depth of the clock tree    2
  Post-CTS Hold Buffers    0

Synth
  Synth Register Bits    32
  Flip-flops with a built-in enable    0
  Synthesized area per cell    11.5 sq um
  Most common reg cell    sky130_fd_sc_hd__dfrtp_1
  Yosys top cell by area    sky130_fd_sc_hd__dfrtp_1
  Cells in synth_stat.txt    130
  Instance tally after logic synthesis    130
  Count of cell types in the netlist    22
  Synthesized chip area reported by yosys    1500 sq um
  Total of warnings raised by yosys    1
  Proportion of synthesized flip-flops having asynchronous set or reset    100%
  Largest type area fraction    53.4%
  Largest cells by area after synthesis    sky130_fd_sc_hd__dfrtp_1 (53%), sky130_fd_sc_hd__xor2_1 (11%), sky130_fd_sc_hd__xnor2_1 (6.4%)
  Register area share after synthesis    53.4%
  Post-synth design cell area    1500 sq um

Placed design
  Final weighted congestion in routability-driven placement    0.717
  Half-perimeter wire length of the detailed placement result    2760 microns
  Minimum setup slack after placement    3.19 ns
  Dpl cell area    2010 sq um
  Number of port buffers    35

STA
  Worst hold slack    0.465 ns
  Final WS setup    3.19 ns
  Tightest Pin Transition    0.499 ns
  Unrepaired setup endpoints after global routing    no
  Worst setup skew after layout    0.00370 ns
  Hold Vio Cnt, Final    0
  Total Neg Setup Slack    0 ns
  Slew Limit Headroom    66.6%
  Maximum clock frequency    0.244 GHz
  Post-route fraction of the period consumed by the critical path    56.2%
  Number of slew-limit violations in the final report    0
  Finish-stage setup viols    0
  Clock period minus final worst setup slack    4.11 ns

GRT
  Total global routing track utilization    4.90%
  Vias in the first global route    1077
  Remaining global-route overflow    0
  Largest net degree at the start of global routing    33
  Initial antenna violation count    0
  Global-route wire length before repair    5840 microns

Hold path
  End of the worst hold path    clkdiv[31]$_DFF_PP0_
  Class of the tightest hold or removal check    flop to flop
  Worst Hold Depth    1
  Worst hold path startpoint    clkdiv[31]$_DFF_PP0_

Detailed routing
  Total length of routed wires    3690 microns
  1st-pass router iterations    4
  Count of vias placed by the detailed router    1095
  DR iter-0 viols    58
  Remaining DRCs    0
  Vias per cell    3.58
  Post-DR wirelength/cell    12.1 microns
  Final ANT Viol Nets    0
  ANT cells    0

Floorplanning
  Die Y-Extent    122 microns
  Die Outline Area    14900 sq um
  Chip width    122 microns
  Number of ports placed on the die boundary    36
  Core box area    10200 sq um
  FP Rows    37
  Core Util at FP    14.7%

Run
  OpenROAD warning count    25
  Max Cap Viol    0

Finish
  Leading cell type in the layout, fill and taps excluded    sky130_fd_sc_hd__clkdlybuf4s50_1
  Share of final-layout standard cells stronger than drive strength 1    9.41%
  Reg with most FFs    clkdiv
  Post-synthesis to final-layout area growth    39.7%
  Flip-flop count of the largest register after layout    32
  Combinational gate area    658 sq um
  Most frequent cells in the layout    sky130_fd_sc_hd__clkdlybuf4s50_1 (35), sky130_fd_sc_hd__dfrtp_1 (32), sky130_fd_sc_hd__xor2_1 (19)
  Finished layout cell area    2100 sq um
  Total area of sequential cells    801 sq um
  Largest regs    clkdiv: 32 flops
  Fill cell count    1096

Power
  IR drop worst, VDD    0.0642 mV
  Power consumption    320 uW
  Leakage Power    0.894 nW
  Power density over the cells    153 nW/um^2

Run status
  Result of the run    finished clean
kinds of logic after synthesis:
family,share of synthesized area (%)
AND/OR/NAND/NOR,24.8
flip-flops,53.4
XOR/XNOR,17.5
buffers and inverters,2.75
multiplexers,0.751
adder cells (fa/ha/maj),0.834
worst register-to-register path, cell delays in order (launching register included):
cell	delay [ns]
sky130_fd_sc_hd__dfrtp_1	0.43
sky130_fd_sc_hd__ha_1	0.25
sky130_fd_sc_hd__and3_1	0.31
sky130_fd_sc_hd__nand3_2	0.22
sky130_fd_sc_hd__nor4_1	0.29
sky130_fd_sc_hd__xor2_1	0.17
cell type report:
type | count | share of cell area [%]
flip-flops and latches | 32 | 38.2
multi-input cells | 89 | 31.4
repair buffers | 36 | 17.1
well taps | 136 | 8.12
clock buffers | 8 | 4.30
inverters | 5 | 0.896
power by group:
part           leakage [nW]  total (mW)  switching (mW)  internal, mW
Clock                0.0455       0.138          0.0612        0.0768
Combinational         0.411     0.00492         0.00353       0.00139
Sequential            0.438       0.177               0         0.177
Total                 0.894       0.320          0.0647         0.256
per-stage QoR:
step           utilization (%)  std cells
2_1_floorplan                -        130
3_3_place_gp              19.6        298
3_5_place_dp              19.6        298
4_1_cts                   20.5        306
5_1_grt                   20.5        306
6_report                  20.5        306
synthesized netlist by cell type (3+ instances only):
master                    instances
sky130_fd_sc_hd__and3_1           5
sky130_fd_sc_hd__inv_1            5
sky130_fd_sc_hd__buf_2            3
sky130_fd_sc_hd__nor3_1           4
sky130_fd_sc_hd__nor4_2           4
sky130_fd_sc_hd__dfrtp_1         32
sky130_fd_sc_hd__nand3_1         10
sky130_fd_sc_hd__nand4_1          4
sky130_fd_sc_hd__and4_1           5
sky130_fd_sc_hd__xnor2_1         11
sky130_fd_sc_hd__nor2_1           4
sky130_fd_sc_hd__nand2_1          9
sky130_fd_sc_hd__nor4_1           6
sky130_fd_sc_hd__xor2_1          19
per-layer routing:
layer	routed length [microns]	global-route usage [%]	up-vias
met1	1570	6.05	530
met2	1670	7.60	27
met3	415	2.68	6
met5	0	0	-
li1	-	-	532
met4	36	0.596	0
how the worst max path moves through the flow:
stage              to  slack, ns  cells past startpoint
CTS           Clk_CPU       3.18                      3
global route  Clk_CPU       3.14                      3
finish        Clk_CPU       3.19                      3
Power and IR drop assume default switching activity.
