File: /design/flow/config.mk
export PLATFORM = sky130hd
export DESIGN_NAME = aluout
export DESIGN_NICKNAME = aluout
export VERILOG_FILES = /design/flow/design.v
export SDC_FILE = /design/flow/constraint.sdc
export NUM_CORES = 4
export LEC_CHECK = 1
export CORE_AREA = 10 10 100 100
export DIE_AREA = 0 0 110 110
File: /design/flow/constraint.sdc
current_design aluout

set clk_period 1.0
set clk_io_pct 0.2

create_clock -name clk0 -period $clk_period [get_ports {clk}]

set non_clock_inputs [all_inputs -no_clocks]
set_input_delay [expr $clk_period * $clk_io_pct] -clock clk0 $non_clock_inputs
set_output_delay [expr $clk_period * $clk_io_pct] -clock clk0 [all_outputs]
File: /design/flow/design.v
module aluout(clk, rst, din, dout);
  input clk;
  input rst;
  input[31:0] din;
  output[31:0] dout;
  reg[31:0] dout;
  always@(posedge clk or negedge rst)
  begin
    if(!rst)
      dout <= 32'd0;
    else
      dout <= din;
  end
endmodule
File: /design/flow/run.sh
#!/bin/bash
# OpenROAD 26Q1-2900-gdf79404cd8, Yosys 0.63+post, stock flow scripts
make -C /OpenROAD-flow-scripts/flow DESIGN_CONFIG=/design/flow/config.mk WORK_HOME=/design/flow/orfs finish
==> ci_impl_report.md <==
### Flow metrics

| Metric | Value |
|---|---|
| Run status | finished with violations |
| Failing checks | negative hold slack |
| Data required time of the critical path | 800 ps |
| Critical Path Source Type | register |
| Number of warnings printed during yosys synthesis | 1 |
| Total antenna diodes in the routed design | 0 |
| Wire length of the first global-routing pass | 3.61 mm |
| Final antenna-violating net count | 0 |
| Clock sink count | 32 |
| Number of placed I/O pins | 66 |
| Vias in the first global route | 591 |
| Hold violation count in the final report | 32 |
| Sequential-to-total area share from yosys stat | 1.00 |
| Largest net degree at the start of global routing | 33 |
| Gate Count Post-Synth | 32 |
| Count of unresolved DRC violations after routing | 0 |
| Min Hold Slack | -129 ps |
| Register bit count reported by yosys | 32 |
| Worst setup slack before clock tree synthesis | -20.9 ps |
| Max Fclk | 1.04 GHz |
| Final tally of setup violations | 0 |
| Largest register FFs | 32 |
| Pleak | 0.688 nW |
| Master of the slowest instance on the critical path | sky130_fd_sc_hd__dfrtp_1 |
| Register area | 801 um2 |
| Worst-case clock buffer depth | 2 |
| Total die size | 0.0121 mm2 |
| Sum of routed wire length over all layers | 2.64 mm |
| Filler cells | 851 |
| Critical Path Fanout Max | 1 |
| Crit path from | dout[5] |
| Number of buffer and inverter instances along the worst setup path | 1 |
| Largest area contributor in the synthesized netlist | sky130_fd_sc_hd__dfrtp_1 |
| Number of vias in the routed layout | 550 |
| Half-perimeter wire length after detailed placement | 2.12 mm |
| Summed standard-cell area reported by yosys | 801 um2 |
| Final Non-Filler Cells | 207 |
| Most used DFF post-synth | sky130_fd_sc_hd__dfrtp_1 |
| Max-Cap Viols | 0 |
| Syn avg cell area | 25.0 um2 |
| Power per unit of standard cell area | 1720 mW/mm2 |
| Combined area of the multi-input logic cells | 0 um2 |
| Count of library flops with an enable pin | 0 |
| Most flop-heavy register | dout |
| Setup CP Type | reg2out |
| Area fraction of the dominant cell type after synthesis | 1.00 |
| Vias per std cell | 2.66 |
| Die Wd | 110 um |
| Pin slew with the least headroom to its limit | 187 ps |
| Area Overhead vs Synth | 91.1% |
| Worst path setup slack after routing | 33.9 ps |
| OpenROAD warnings | 28 |
| Starting utilization of the core area | 0.103 |
| Worst hold-check path type | in2async |
| Die y size | 110 um |
| Leading registers by flop count | dout (32) |
| Combined global-route utilization of all metal layers | 0.0396 |
| Final max-slew violation count | 0 |
| Number of DRC markers in iteration 0 | 11 |
| Fraction of final layout cells with drive strength greater than 1 | 0.390 |
| Weighted congestion reported at the end of routability-driven placement | 0.703 |
| Mapped cell area | 801 um2 |
| Fraction of registers with async set/reset | 1.00 |
| Post-CTS repair timing setup buffer count | 0 |
| CTS tree | yes |
| Final cycle utilization of the critical path | 0.966 |
| Antenna violations before repair | 0 |
| Critical path's top delay family | flip-flops |
| Biggest cell delay along the critical path | 380 ps |
| Final core utilization | 0.196 |
| Slew Limit Headroom | 0.875 |
| CP Capture Type | primary output |
| Router iterations before antenna repair | 2 |
| Cell types occupying the most area after synthesis | sky130_fd_sc_hd__dfrtp_1 (100%) |
| H-tree level count | 2 |
| Placement row count | 32 |
| Final critical path time including I/O delays and setup | 966 ps |
| DR WL/cell | 12.7 um |
| Netlist cell types | 1 |
| RSZ-0062 raised after global routing | true |
| Largest vdd supply drop | 0.363 mV |
| Clock transition time at the flip-flop clock pins of the worst setup and hold paths | 60 ps |
| Count leader, synth | sky130_fd_sc_hd__dfrtp_1 |
| Standard cell core area | 0.00781 mm2 |
| Root buffer selected by CTS | sky130_fd_sc_hd__clkbuf_8 |
| Global route overflow | 0 |
| Total CTS buffers | 5 |
| Arrival time at the worst endpoint | 770 ps |
| Cell count after placement | 200 |
| Cells along the critical path | buf_2 |
| Ys cells | 32 |
| Most frequent cells after synthesis | sky130_fd_sc_hd__dfrtp_1 (32) |
| Port Buffers | 65 |
| Total number of multi-input combinational cells | 0 |
==> repair_timing <==
item / 4_1_cts / 5_1_grt
resized: 98 / 0
setup endpoints to repair: 32 / 2
endpoints found under the hold margin: 32 / 32
==> report_power, final <==
| group | internal (W) | leakage, nW | switching, W |
|---|---|---|---|
| logic | 0.000158 | 0.264 | 0.0000561 |
| registers | 0.00136 | 0.373 | 0.0000137 |
| clock network | 0.000612 | 0.0503 | 0.000434 |
| total | 0.00213 | 0.688 | 0.000504 |
==> through the flow <==
stage | setup TNS [ps] | power, W | instance area, um2
floorplan | 0 | 0.00138 | 801
global placement | -30.8 | 0.00169 | 1590
detailed placement | -29.4 | 0.00169 | 1590
CTS | 0 | 0.00273 | 1530
global route | -8.08 | 0.00279 | 1530
finish | 0 | 0.00263 | 1530
==> metal layers <==
metal	wire, um	part of all wire	GRT usage	vias to the layer above
met5	0	0	0	-
met4	54	0.020	0.0121	0
met3	321	0.12	0.0206	2
met2	1300	0.49	0.0631	34
met1	959	0.36	0.0455	274
li1	-	-	-	240
==> cells by family after synthesis <==
| family | after synthesis | share of synthesized area |
|---|---|---|
| flops | 32 | 1.00 |
==> path summary, 6_finish.rpt <==
path | to | depth (start not counted)
setup / recovery | dout[5] | 1
hold / removal | dout[30] | 2
max in group asynchronous | dout[22] | 2
min in group clk0 | dout[20] | 1
==> layout make-up <==
cell class,count,area share
Tap cell,102,0.0834
Sequential cell,32,0.523
Timing Repair Buffer,66,0.330
Clock buffer,7,0.0630
==> placed cells by master, fill, tap and decap left out <==
| cell | count |
|---|---|
| sky130_fd_sc_hd__buf_12 | 1 |
| sky130_fd_sc_hd__clkbuf_8 | 7 |
| sky130_fd_sc_hd__buf_2 | 33 |
| sky130_fd_sc_hd__dfrtp_1 | 32 |
| sky130_fd_sc_hd__clkdlybuf4s50_1 | 32 |
Power is estimated from default activity; no workload was simulated.
